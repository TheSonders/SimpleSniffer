### flow/run.sh
#!/bin/bash
# OpenROAD 26Q1-2900-gdf79404cd8, Yosys 0.63+post, stock flow scripts
make -C /OpenROAD-flow-scripts/flow DESIGN_CONFIG=/design/flow/config.mk WORK_HOME=/design/flow/orfs finish
### flow/config.mk
export PLATFORM = sky130hd
export DESIGN_NAME = SERIALTX
export DESIGN_NICKNAME = SERIALTX
export VERILOG_FILES = /design/flow/design.v
export SDC_FILE = /design/flow/constraint.sdc
export NUM_CORES = 4
export LEC_CHECK = 1
export CORE_UTILIZATION = 30
### flow/constraint.sdc
current_design SERIALTX

set clk_period 6.3
set clk_io_pct 0.2

create_clock -name clk0 -period $clk_period [get_ports {clk}]

set non_clock_inputs [all_inputs -no_clocks]
set_input_delay [expr $clk_period * $clk_io_pct] -clock clk0 $non_clock_inputs
set_output_delay [expr $clk_period * $clk_io_pct] -clock clk0 [all_outputs]
### flow/design.v
`timescale 1ns / 1ps
`default_nettype none
module ANALIZADOR (
    input wire CLK50,
    input wire [15:0]GPIO,
    input wire BUTTON,
    output wire SERIAL_TX,
    output reg LED=0
    );
wire CLK120;
wire PLL_LOCKED;
wire startButton;
localparam IDLE=2'b00;
localparam SAMPLING=2'b01;
localparam SENDING=2'b10;
reg memWrite=0;
reg [13:0]memAddress=0;
reg [15:0]Sample=0;
reg [15:0]prev_GPIO=0;
reg [15:0]prev_prev_GPIO=0;
wire [31:0]memData;
reg [1:0]stm=IDLE;
reg [1:0]nbyte=0;
reg [7:0]TXData=0;
reg TXSend=0;
wire TXReady;
always @(posedge CLK120)begin
    case (stm)
        IDLE:begin
                if (startButton==1)begin
                    memAddress<=0;
                    memWrite<=1;
                    Sample<=0;
                    LED<=1;
                    stm<=SAMPLING;
                    prev_GPIO<=GPIO;
                end
            end
        SAMPLING:begin
                prev_GPIO<=GPIO;
                prev_prev_GPIO<=prev_GPIO;
                if (prev_prev_GPIO!=prev_GPIO)begin
                    if (memAddress==14'h3FFF)begin
                        stm<=SENDING;
                        memWrite<=0;
                        memAddress<=0;
                    end
                    else begin
                        Sample<=0;
                        memAddress<=memAddress+1;
                        memWrite<=1;
                    end
                end
                else begin
                    if (Sample==16'hFFFF)begin
                        if (memAddress==14'h3FFF)begin
                            stm<=SENDING;
                            memWrite<=0;
                            memAddress<=0;
                        end
                        else begin
                            Sample<=0;
                            memAddress<=memAddress+1;
                            memWrite<=1;
                        end
                    end
                    else begin
                        Sample<=Sample+1;
                    end
                end
            end
        SENDING:begin
                if (TXSend==1)TXSend<=0;
                if (TXReady==1)begin
                    nbyte<=nbyte+1;
                    case (nbyte)
                        0:begin
                            TXData<=memData[31:24];
                            TXSend<=1;
                        end
                        1:begin
                            TXData<=memData[23:16];
                            TXSend<=1;
                        end
                        2:begin
                            TXData<=memData[15:8];
                            TXSend<=1;
                        end
                        3:begin
                            TXData<=memData[7:0];
                            if (memAddress==14'h3FFF)begin
                                memAddress<=0;
                                stm<=IDLE;
                                LED<=0;
                            end
                            else begin
                                memAddress<=memAddress+1;
                                LED<=memAddress[8];
                                TXSend<=1;
                            end
                        end
                    endcase
                end
            end
    endcase
end
PLL120 PLL120 (
    .CLK50(CLK50),
    .CLK120(CLK120),
    .LOCKED(PLL_LOCKED));
BUTTON_DEB BUTTON_DEB(
    .clk(CLK120),
    .button_i(BUTTON),
    .button_o(startButton));
MEMORY MEMORY(
    .clk(CLK120),
    .we(memWrite),
    .add(memAddress),
    .data_i({prev_GPIO,Sample}),
    .data_o(memData)); 
SERIALTX 
    #(.CLKFREQ(120_000_000),
    .BAUDRATE(38400))
    SERIALTX (
    .clk(CLK120), 
    .TXSend(TXSend), 
    .TXData(TXData), 
    .SERIAL_TX(SERIAL_TX), 
    .TXReady(TXReady)
    );    
endmodule
module BUTTON_DEB(
    input wire clk,
    input wire button_i,
    output reg button_o=0);
localparam RISE_EDGE=4'b0011;
localparam LOW_STATE=4'b0000;
reg [3:0]rbutton=0;
reg released=0;
always @(posedge clk) begin
    rbutton<={rbutton[2:0],button_i};
    if (button_o==1)begin
        button_o<=0;
    end
    else begin
        if (rbutton==RISE_EDGE && released==1)begin
            button_o<=1;
            released<=0;
        end
        else if (rbutton==LOW_STATE)begin
            released<=1;
        end
    end
end
endmodule
module MEMORY(
    input wire clk,
    input wire we,
    input wire [13:0]add,
    input wire [31:0]data_i,
    output reg [31:0]data_o);
reg [31:0]memory[0:16383];
always @(posedge clk)begin
    if (we==1)memory[add]<=data_i;
    data_o<=memory[add];
end
endmodule
module SERIALTX
    #(parameter CLKFREQ=120_000_000,
    parameter BAUDRATE=38400)(
    input wire clk,
    input wire TXSend,
    input wire [7:0]TXData,
    output reg SERIAL_TX=1,
    output wire TXReady);
localparam RELOAD=(CLKFREQ/BAUDRATE)-1;
localparam IDLE=0;
localparam STARTBIT=1;
localparam STOPBIT=10;
localparam IDLEBIT=13;
localparam EVEN=0;
localparam ODD=1;
assign TXReady=(stm==IDLE && TXSend==0);
reg [$clog2(RELOAD)-1:0]prescaler=0;
reg [$clog2(IDLEBIT)-1:0]stm=IDLE;
reg [7:0]shfData=0;
always @(posedge clk)begin
    if (stm==IDLE)begin
         if (TXSend==1)begin
            shfData<=TXData;
            stm<=stm+1;
         end
    end
    else begin
        if (prescaler==0)begin
            prescaler<=RELOAD;
            case (stm)
                STARTBIT:begin
                        stm<=stm+1;
                        SERIAL_TX<=0;
                    end
                IDLEBIT:begin
                        stm<=IDLE;
                    end               
                default:begin
                        {shfData,SERIAL_TX}<={1'b1,shfData};
                        stm<=stm+1;
                    end
            endcase
        end
        else begin
            prescaler<=prescaler-1;
        end   
    end
end
endmodule
==> Slide: Implementation Results <==
Synthesis and Place & Route Summary

Critical path
  • CP max-delay cell: clkdlybuf4s50_1
  • Cells on worst reg2reg path: 5
  • Worst-path cell chain: inv_1, ha_1, nor3b_1, buf_4, inv_1, nor2_1, clkdlybuf4s50_1
  • Crit path DAT: 2310 ps
  • Delay-heaviest family, CP: buffers and inverters
  • Crit path largest cell delay: approximately 470 ps
  • CP required: 5040 ps
  • R2R setup slack: approximately 3900 ps
  • RR Endpoint: stm[0]
  • Worst setup EP type: output pin
  • Critical R2R Launch: prescaler[0]
  • Critical Path Fanout Max: 14
  • Setup CP Type: flop to output pin
  • Startpoint type of the worst setup path: flop
  • Critical Path Stages: 7
  • Most used cell, CP: inv_1
  • Critical path buffers and inverters: 4

Place
  • Setup slack at placement: around 2700 ps
  • DPL Wire Length: around 1500 µm
  • Routability cong.: slightly below 0.8
  • IO Port Bufs: 11

Clocking
  • CTS Buffer Depth: 2
  • Clk sink count: 25
  • CTS tree: done
  • Post-cts sizing count: 0
  • Clock transition at the registers of the reported paths: about 80 ps
  • Clock Latency Late Sink: around 260 ps
  • Hold Buf Count CTS: 0
  • CTS buffer count: 3
  • Post-CTS Setup Repair Bufs: 0
  • Root Buffer: clkbuf_8
  • CTS H-tree lvls: 1

Finish
  • Filler Cell Count: around 400
  • Area delta synth->final: 15.04%
  • Share of cells above drive strength 1: between 10% and 20%

Logic synthesis
  • Commonest flop: edfxtp_1
  • Ys cells: roughly 110
  • Most common cell in the netlist: edfxtp_1
  • FF+latch count, synth: 25
  • Synth async-reset ratio: 0%
  • Top cells by count: edfxtp_1, mux2_2, inv_1
  • Yosys chip area: ~0.0014 mm²
  • Synth Cell Area: about 0.0014 mm²
  • Register area share after synthesis: a little under three fifths
  • Cell taking the most area after synthesis: edfxtp_1
  • Synth unique cells: just over 40
  • Post-synth EDFFs: 25
  • Synthesis warning total: 1
  • Main area contributors: edfxtp_1, mux2_2, ha_1
  • Top-area cell share: between 50 and 60%
  • Mapped Cells: ~110
  • Synthesized area per cell: between 10 and 15 µm²

Final timing
  • Minimum clock period: approximately 3600 ps
  • Fin Clk Skew: around 2.4 ps
  • Setup TNS: 0 ps
  • Final worst path period share: ~57%
  • Final worst slack: between 2000 and 3000 ps
  • Worst-Margin Slew: between 600 and 700 ps
  • Final tally of hold violations: 0
  • Relative slew margins: 58.18%
  • Slew Limit Fails: 0
  • F_max: roughly 0.28 GHz
  • # setup viols final: 0
  • RSZ-0062 raised after global routing: false

Floorplanning
  • Core Area: between 0.004 and 0.005 mm²
  • DIE AREA: 0.004794 mm²
  • # rows: 24
  • Die extent in x: ~69 µm
  • I/O pin cnt: 12
  • FP Core Util: ~31%
  • Die H: around 70 µm

Worst hold path
  • Hold path endpoint: shfData[0]
  • Hold Path Class: flop to flop
  • Worst Hold Depth: 1
  • Hold path start: shfData[1]

Run status
  • Result of the run: finished, final reports clean

Pwr
  • Leak: between 0.5 and 0.6 nW
  • Maximum vdd ir drop: 0.1136 mV
  • Power Density: 238.6 mW/mm²

Run
  • OpenROAD warning count: 28
  • Max_cap viols: 0

Drt
  • WL final: approximately 2200 µm
  • Drt pass-1 iters: 4
  • Vias per cell: between 5 and 6
  • WL per Instance: about 13 µm
  • Antenna fix cells: 0
  • DRT antenna net count: 0
  • DRT iter0 DRCs: roughly 43
  • Vias: a little under 900
  • DRC viols: 0

GRT
  • Met2 GRT Util: roughly 15%
  • Met1 Usage GRT: 16.63%
  • Global-route wire length before repair: roughly 4000 µm
  • Overflow after GRT: 0
  • Pin count of the biggest net entering global routing: 15
  • Initial antenna violation count: 0
  • GR Util All Layers: ~10%
  • GR peak layer: met1
  • Met3 Track Usage GR: under 10%
  • Number of global-route vias before repair: 934
[final cells by class]
type                       instances  area, µm²  area share, %
sequential                        25      750.7          48.12
multi-input combinational         72      555.5          35.61
timing repair buffer              12      117.6          7.538
tap                               52      65.06          4.170
clock buffer                       4      45.04          2.887
inverter                           7      26.28          1.684
[power breakdown]
| group | total [W] | switching [W] | internal, W |
|---|---|---|---|
| clock network | 0.0000932 | 0.0000480 | 0.0000452 |
| registers | 0.000230 | 0.0000241 | 0.000206 |
| logic | 0.0000487 | 0.0000233 | 0.0000255 |
[layer usage]
metal,vias to the layer above,share of wire (%)
met1,419,49
li1,445,-
met4,0,1.0
met2,21,45
met3,3,4.9
met5,-,0
[worst max-delay path by stage]
stage / startpoint / to / slack (ps)
final: stm[0] / TXReady / 2730
after CTS: stm[0] / TXReady / 2710
after global routing: stm[0] / TXReady / 2490
[kinds of logic (layout without fill, tap and decap cells)]
kind of cell / Yosys count / count (layout) / share of synthesized area (%)
simple gates: 33 / 33 / 16.51
fa+ha+maj: 5 / 5 / 4.613
mux: 9 / 9 / 7.473
flops: 25 / 25 / 55.35
xor+xnor: 1 / 1 / 0.6459
buf+inv: 11 / 23 / 3.690
compound gates: 24 / 24 / 11.72
[sequential cells by signal, indices dropped and copies added, names as in the netlist]
name	count
shfData	8
SERIAL_TX	1
prescaler	12
stm	4
[per-stage QoR]
stage	area [µm²]	util (%)	total power, W	std cells	hold WS, ps
after global placement	1515	34.80	0.0002800	168	531.3
after global routing	1560	35.83	0.0003949	172	583.1
after CTS	1560	35.83	0.0003756	172	562.0
after detailed placement	1515	34.80	0.0002834	168	539.7
final	1560	35.83	0.0003723	172	556.0
after floorplan	1356	-	0.0002688	108	524.7
[worst register-to-register path: stages (launching register included)]
cell and delay [ps]:
edfxtp_1 420, inv_1 100, ha_1 150, nor3b_1 480, nand4b_1 330, o21ai_0 600
[cells in the final DEF (no fill, tap or decap), types with 2 or more instances in the layout]
cell	instances
nand3_1	3
edfxtp_1	25
nor2_1	5
o21ai_1	3
or3_1	3
o31ai_1	2
o21ai_0	6
clkdlybuf4s50_1	11
nand2b_1	4
nor3_1	2
mux2_2	8
inv_1	7
clkbuf_8	3
nor3b_1	3
ha_1	5
or4_1	2
a21oi_1	3
Power and IR drop assume default switching activity.
